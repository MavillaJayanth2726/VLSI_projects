File: config.mk
export PLATFORM = sky130hd
export DESIGN_NAME = clac
export DESIGN_NICKNAME = clac
export VERILOG_FILES = /design/flow/design.v
export SDC_FILE = /design/flow/constraint.sdc
export NUM_CORES = 4
export LEC_CHECK = 1
export CORE_AREA = 10 10 73 73
export DIE_AREA = 0 0 83 83
File: constraint.sdc
current_design clac

set clk_period 3.5
set clk_io_pct 0.2

create_clock -name clk0 -period $clk_period [get_ports {clk}]

set non_clock_inputs [all_inputs -no_clocks]
set_input_delay [expr $clk_period * $clk_io_pct] -clock clk0 $non_clock_inputs
set_output_delay [expr $clk_period * $clk_io_pct] -clock clk0 [all_outputs]
File: design.v
`timescale 1ns / 1ps
module clac(a,b, cin,clk,sum,cout,out);
input [7:0] a,b;
 input cin,clk;
 output reg [7:0] sum;
 output reg cout;
 output reg [8:0]out;
  reg [7:0] p,g,c;
  reg [7:0] bxor;
 always@(posedge clk)
 begin 
  bxor =  b ^ {8{cin}};
  p=a^bxor; 
  g=a&bxor;  
  c[0]=cin;
  c[1]= g[0]|(p[0]&c[0]);
  c[2]= g[1] | (p[1]&g[0]) | p[1]&p[0]&c[0];
  c[3]= g[2] | (p[2]&g[1]) | p[2]&p[1]&g[0] | p[2]&p[1]&p[0]&c[0];
  c[4]= g[3] | (p[3]&g[2]) | p[3]&p[2]&g[1] | p[3]&p[2]&p[1]&g[0] |
 p[3]&p[2]&p[1]&p[0]&c[0];
  c[5]=g[4]|(p[4]&g[3])|(p[4]&p[3]&g[2])|(p[4]&p[3]&p[2]&g[1])|(p[4]&p[3]&p[2]&p[1]&g[0])|(p[4]&p[3]&p[2]&p[1]&c[0]);
  c[6]=g[5]|(p[5]&g[4])|(p[5]&p[4]&g[3])|(p[5]&p[4]&p[3]&g[2])|(p[5]&p[4]&p[3]&p[2]&g[1])|p[5]&p[4]&p[3]&p[2]&p[1]&g[0]|
 p[5]&p[4]&p[3]&p[2]&p[1]&p[0]&c[0];
  c[7]=g[6]|(p[6]&g[5])|(p[6]&p[5]&g[4])|(p[6]&p[5]&p[4]&g[3])|(p[6]&p[5]&p[4]&p[3]&g[2])|p[6]&p[5]&p[4]&p[3]&p[2]&g[1]|(p[6]&p[5]&p[4]&p[3]&p[2]&p[1]&g[0])|
 (p[6]&p[5]&p[4]&p[3]&p[2]&p[1]&c[0]);
 cout=g[7]|(p[7]&g[6])|(p[7]&p[6]&g[5])|(p[7]&p[6]&p[5]&g[4])|(p[7]&p[6]&p[5]&p[4]&g[3])|
 (p[7]&p[6]&p[5]&p[4]&p[3]&g[2])|
 (p[7]&p[6]&p[5]&p[4]&p[3]&p[2]&g[1])|
 (p[7]&p[6]&p[5]&p[4]&p[3]&p[2]&p[1]&g[0])|
 p[7]&p[6]&p[5]&p[4]&p[3]&p[2]&p[1]&c[0];
 sum=p^c;
  out={cout,sum};
  end
endmodule
File: run.sh
#!/bin/bash
# OpenROAD 26Q1-2900-gdf79404cd8, Yosys 0.63+post, stock flow scripts
make -C /OpenROAD-flow-scripts/flow DESIGN_CONFIG=/design/flow/config.mk WORK_HOME=/design/flow/orfs finish
==> impl_metrics.env <==
# source this file to load flow results
export IMPL_status="completed"
export IMPL_crit_end="out[6]$_DFF_P_"
export IMPL_hold_viol=0
export IMPL_whs_ns=1.20
export IMPL_synth_flop_count=9
export IMPL_chipHeight_microns=83
export IMPL_routed_wl_mm=1.68
export IMPL_dieArea_sq_um=6890
export IMPL_grt_max_degree=13
export IMPL_cts_sinks=9
export IMPL_placed_area_sq_um=1060
export IMPL_crit_buf_inv=1
export IMPL_hold_path_class="in -> reg"
export IMPL_yosysTopAreaCellShare=0.250
export IMPL_crit_slowest_cell="clkdlybuf4s50_1"
export IMPL_startpoint="cin"
export IMPL_yosys_area_sq_um=721
export IMPL_worstSetupStartpointType="input port"
export IMPL_vdd_ir_drop_max_mv=0.116
export IMPL_design_area_sq_um=1100
export IMPL_post_route_min_period_ns=2.78
export IMPL_fp_dieW_microns=83
export IMPL_cts_tree="done"
export IMPL_final_common_cell="clkdlybuf4s50_1"
export IMPL_ctsHoldBuffers=0
export IMPL_ys_warn_count=1
export IMPL_drtAntennaViolNets=0
export IMPL_synth_top_flop_cell="dfxtp_1"
export IMPL_htree_levels=1
export IMPL_worstPathArrival_ns=2.88
export IMPL_fmax_mhz=360
export IMPL_area_leaders="dfxtp_1, ha_1, xor2_1"
export IMPL_vias_per_cell=3.84
export IMPL_cts_buffer_depth=2
export IMPL_drtIter0Drc=13
export IMPL_grt_pass1_wl_mm=2.64
export IMPL_layout_drive_gt1_share=0.0971
export IMPL_dpl_cell_count=147
export IMPL_final_cell_mix="clkdlybuf4s50_1, xor2_1, ha_1"
export IMPL_rows=22
export IMPL_crit_cells=7
export IMPL_syn_avg_cell_area_sq_um=9.74
export IMPL_crit_fanout=12
export IMPL_edf_count=0
export IMPL_synth_area_leader_cell="dfxtp_1"
export IMPL_warning_count=27
export IMPL_path_clk_slew_ns=0.04
export IMPL_syn2layout_area_growth_pct=53.1
export IMPL_setup_worst_path_class="in -> reg"
export IMPL_max_slew_worst_pin_slew_ns=0.583
export IMPL_port_buffers=35
export IMPL_post_layout_nonfiller_instances=151
export IMPL_syn_area_sq_um=721
export IMPL_gr_total_overflow=0
export IMPL_ios=36
export IMPL_cp_top_family="AND-OR/OR-AND gates"
export IMPL_async_flop_share=0
export IMPL_cts_resized=0
export IMPL_synth_cell_types=27
export IMPL_cp_cell_sequence="clkdlybuf4s50_1, xor2_1, ha_1, a21o_2, a21oi_1, o221a_2, o211ai_1"
export IMPL_fin_setup_tns_ns=0
export IMPL_worst_path_largest_cell_delay_ns=0.71
export IMPL_relSlewSlack=0.610
export IMPL_p_leak_nw=0.459
export IMPL_track_usage=0.0444
export IMPL_place_gp_congestion=0.801
export IMPL_rsz0062_at_grt="false"
export IMPL_cts_setup_buffers=0
export IMPL_drt_pass1_iter_count=4
export IMPL_drc=0
export IMPL_drv_cap=0
export IMPL_clock_root_buffer="clkbuf_8"
export IMPL_end_kind="flop"
export IMPL_setup_violations=0
export IMPL_antenna_found_initial=0
export IMPL_cts_buffers=3
export IMPL_powerDensity_nw_per_um2=442
export IMPL_synth_stat_cells=74
export IMPL_num_antenna_cells=0
export IMPL_required_ns=3.60
export IMPL_first_global_vias=556
export IMPL_p_total_mw=0.488
export IMPL_initCoreUtil=0.193
export IMPL_fin_crit_sh=0.794
export IMPL_ys_seq_share=0.250
export IMPL_vias=580
export IMPL_syn_inst=74
export IMPL_slew_violations=0
export IMPL_hpwl_mm=1.53
export IMPL_core_region_area_sq_um=3740
export IMPL_wire_per_inst_microns=11.1
worst min-delay path, stage by stage:
cell	delay [ns]
clkdlybuf4s50_1	0.46
ha_1	0.15
a21o_2	0.08
per-layer routing:
| layer | global-route usage | vias to the layer above | routed length, microns |
|---|---|---|---|
| li1 | - | 310 | - |
| met1 | 0.0609 | 240 | 843 |
| met2 | 0.0566 | 28 | 585 |
| met3 | 0.0256 | 2 | 213 |
| met4 | 0.0123 | 0 | 34 |
| met5 | 0 | - | 0 |
cells by family after synthesis:
group	share of synthesized area
buffers and inverters	0.111
DFF	0.250
xor gates and xnor gates	0.170
adders and majority gates	0.174
and+or+nand+nor	0.0937
muxes	0.0139
AOI/OAI and AO/OA	0.188
report_power, final:
part	internal, mW	total, mW	switching [mW]
clock network	0.0788	0.113	0.0347
logic	0.160	0.227	0.0675
registers	0.134	0.147	0.0134
total	0.372	0.488	0.116
metrics by stage:
stage	util	worst slack (ns)
2_1_floorplan	-	1.29
3_3_place_gp	0.283	0.540
3_5_place_dp	0.283	0.516
4_1_cts	0.295	0.741
5_1_grt	0.295	0.589
6_report	0.295	0.723
worst min-delay path by stage:
stage	startpoint	end	slack, ns	depth (start not counted)
CTS	a[7]	cout$_DFF_P_	1.20	3
finish	a[7]	cout$_DFF_P_	1.20	3
global route	a[7]	cout$_DFF_P_	1.23	3
layout make-up:
class | count | area, sq um
clock buffers | 4 | 45.0
fillers | 415 | 2640
inverters | 2 | 7.51
multi-input cells | 53 | 460
flip-flops and latches | 9 | 180
well taps | 48 | 60.1
repair buffers | 35 | 350
sequential cells by signal (all words and copies together) (netlist names):
register / count
cout: 1
out: 8
cells in the mapped netlist, drive strengths merged (2+ instances only):
library cell	n
xor2	12
buf	10
ha	10
dfxtp	9
a21o	4
a21oi	4
nand2	4
inv	2
nand3	2
nand4	2
o211ai	2
xnor2	2
