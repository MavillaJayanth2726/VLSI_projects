==> /design/flow/design.v <==
`timescale 1ns / 1ps
module bm(p,a,b,clock);
    output [15:0] p;
    input [7:0]  a, b;
    input clock;
    reg [15:0] p,ans;
    integer i, lookup_tbl;
    integer operate;
    initial
    begin
        p=16'b0;
        ans=16'b0;
    end
    always @(posedge clock)
    begin
        p=16'b0;
        for(i=1;i<=7;i=i+2)
        begin
            if(i==1)
                lookup_tbl = 0;
            else
                lookup_tbl = b[i-2];
            lookup_tbl = lookup_tbl + 4*b[i] + 2*b[i-1]; 
            if(lookup_tbl == 0 || lookup_tbl == 7)
                operate = 0;
            else if(lookup_tbl == 3 || lookup_tbl == 4)
                operate = 2;
            else
                operate = 1;
            if(b[i] == 1)
                operate = -1*operate;
            case(operate)
            1:
                begin
                    ans=a;
                    ans=ans<<(i-1);
                    p=p+ans;
                end
            2:
                begin
                    ans=a<<1;
                    ans=ans<<(i-1);
                    p=p+ans;
                end
            -1:
                begin
                    ans=~a+1;
                    ans=ans<<(i-1);
                    p=p+ans;
                end
            -2:
                begin
                    ans=a<<1;
                    ans=~ans+1;
                    ans=ans<<(i-1);
                    p=p+ans;
                end
            endcase
        end
    end
endmodule
==> /design/flow/run.sh <==
#!/bin/bash
# OpenROAD 26Q1-2900-gdf79404cd8, Yosys 0.63+post, stock flow scripts
make -C /OpenROAD-flow-scripts/flow DESIGN_CONFIG=/design/flow/config.mk WORK_HOME=/design/flow/orfs finish
==> /design/flow/config.mk <==
export PLATFORM = sky130hd
export DESIGN_NAME = bm
export DESIGN_NICKNAME = bm
export VERILOG_FILES = /design/flow/design.v
export SDC_FILE = /design/flow/constraint.sdc
export NUM_CORES = 4
export LEC_CHECK = 1
export CORE_UTILIZATION = 50
==> /design/flow/constraint.sdc <==
current_design bm

set clk_period 9.9
set clk_io_pct 0.2

create_clock -name clk0 -period $clk_period [get_ports {clock}]

set non_clock_inputs [all_inputs -no_clocks]
set_input_delay [expr $clk_period * $clk_io_pct] -clock clk0 $non_clock_inputs
set_output_delay [expr $clk_period * $clk_io_pct] -clock clk0 [all_outputs]
==> run_results.csv <==
group,metric,value,unit
synth,synth_area_per_cell,6.88,sq um
placed_design,pre_cts_ws,-0.149,ns
clock_network,cts_setup_buffers,0,
final_timing,hold_viol,0,
layout,drive_gt1_frac,0.0827,
setup_path,crit_required,10.04,ns
synth,edf_count,0,
final_timing,worst_pin_slew,0.806,ns
drt,drt_first_pass_iters,5,
power_and_ir_drop,ir_drop,0.0000782,V
layout,largest_register_ffs,16,
floorplanning,die_w,105,microns
floorplanning,core-area,10300,sq um
setup_path,crit_path_start_kind,"input pin",
flow_run,warnings,27,
global_route,antenna_found_initial,0,
placed_design,dp_hpwl,14.8,mm
power_and_ir_drop,p_switching,452,uW
drt,drc,0,
synth,ys_ff,16,
hold_path,hp-class,"input pin to flop",
power_and_ir_drop,internal_power,482,uW
clock_network,clk_pin_slew_worst_paths,0.08,ns
synth,synthCells,775,
global_route,grt_overflow,0,
power_and_ir_drop,p_clk_frac,0.067,
global_route,grtUsageTotal,0.351,
drt,viasPerCell,6.61,
synth,ys_warn_count,1,
drt,drtIter0Drc,680,
clock_network,cts_num_sinks,16,
setup_path,worstSetupEndpointType,"flop",
setup_path,crit_slowest_cell,"or4_4",
synth,ff_type,"dfxtp_1",
synth,synth_area,5330,sq um
drt,wl_per_cell,20.3,microns
synth,synth.distinct_cells,75,
setup_path,critical_path_peak_fanout,9,
floorplanning,rows,37,
floorplanning,die_h,105,microns
drt,drt_wl_total,19.0,mm
synth,ys_seq_share,0.0601,
floorplanning,io-pin-count,33,
clock_network,cts_root_buffer,"clkbuf_8",
final_timing,slew_headroom,0.458,
power_and_ir_drop,p_leak,0.00249,uW
drt,via_count,6174,
placed_design,port_buffers,32,
power_and_ir_drop,p_per_area,157,nW/um^2
final_timing,max_freq,104,MHz
setup_path,path_class,"input pin to flop",
floorplanning,die-area,11100,sq um
final_timing,fin_crit,9.60,ns
drt,ant_nets,0,
layout,syn2layout_area_growth,11.6,%
clock_network,htree_levels,1,
setup_path,critPathMaxStageDelay,0.58,ns
global_route,grt_max_degree,48,
run_status,status,"finished, final reports clean",
final_timing,period_used_share,0.969,
clock_network,cts_buffer_depth,2,
power_and_ir_drop,pwr-share-comb,0.829,
final_timing,slew_violations,0,
clock_network,cts_buffers,3,
global_route,grt_pass1_wl,29.9,mm
layout,final_core_util,0.576,
final_timing,rsz0062_at_grt,"no",
flow_run,maxCapViolations,0,
drt,n_antenna_cell,0,
synth,async_reset_ff_frac,0,
final_timing,fin_tns_setup,0,ns
clock_network,tritoncts,"done",
placed_design,gp_congestion,1.02,
final_timing,finalSetupViolCount,0,
floorplanning,fp_util,0.516,
setup_path,arrival,9.73,ns
synth,yosysCellCount,775,
final_timing,timing.hold.ws,2.58,ns
power_and_ir_drop,switching_share,0.484,
final_timing,fin_ws,0.303,ns
global_route,grt_pass1_vias,5416,
power_and_ir_drop,seqPwrFrac,0.104,
synth,yosys_area,5330,sq um
==> stage by stage <==
| stage | cell area, sq um | cells | power [uW] |
|---|---|---|---|
| 2_1_floorplan | 5330 | 775 | 641 |
| 3_3_place_gp | 5860 | 930 | 844 |
| 3_5_place_dp | 5860 | 930 | 847 |
| 4_1_cts | 5920 | 934 | 916 |
| 5_1_grt | 5950 | 934 | 1020 |
| 6_report | 5950 | 934 | 933 |
==> synthesized netlist by cell type, types with 15 or more instances <==
library cell	n	area, sq um
nand2_1	70	263
a21oi_1	58	290
nor3_1	26	130
ha_1	60	751
o22ai_1	25	156
nor2_1	88	330
clkbuf_1	35	131
xnor2_1	25	219
xor2_1	15	131
o21ai_0	59	295
inv_1	28	105
a21o_1	16	120
a31oi_1	15	93.8
dfxtp_1	16	320
o21a_1	19	143
==> area by class of cell <==
type	instances	area, sq um
Multi-Input combinational cell	686	4750
Sequential cell	16	320
Timing Repair Buffer	63	548
Clock buffer	4	55.1
Tap cell	136	170
Inverter	29	109
Fill cell	957	4370
==> worst max-delay path, delay by kind of cell <==
kind,cells,cell delay (ns)
compound gates,13,2.58
simple gates,10,2.56
fa+ha+maj,4,1.52
xor+xnor,1,0.25
buf+inv,2,0.82
==> layout by cell type (no fill, tap or decap), types with 26 or more instances in the layout <==
cell type,n
nor3_1,26
o21ai_0,58
nand2_1,70
a21oi_1,58
ha_1,60
nor2_1,88
buf_4,31
inv_1,28
clkdlybuf4s50_1,31
==> per-layer routing <==
layer	routed length, microns	track usage	vias up
li1	-	-	2957
met1	8410	0.536	2817
met2	7980	0.513	352
met3	2080	0.0631	48
met4	480	0.0795	0
met5	0	0	-
==> power by group through the flow <==
stage / Clock (uW) / Combinational (uW) / Sequential, uW
final: 62.5 / 774 / 97.1
after CTS: 63.6 / 754 / 97.6
after global routing: 65.7 / 858 / 99.6
==> kinds of logic after synthesis <==
group | count (synthesis) | synth area share
AOI/OAI and AO/OA | 297 | 0.376
xor gates and xnor gates | 41 | 0.0702
adders and majority gates | 66 | 0.163
buffers and inverters | 73 | 0.0554
DFF | 16 | 0.0601
muxes | 14 | 0.0270
and+or+nand+nor | 268 | 0.248
==> worst paths after layout <==
kind	slack, ns	cells after the start	startpoint	end
max	0.30	30	a[1]	p[15]
min	2.58	4	b[3]	p[5]
==> repair_timing <==
| item | 4_1_cts | 5_1_grt |
|---|---|---|
| gates resized | 0 | 6 |
| setup endpoints to repair | 0 | 2 |
| hold buffers | 0 | 0 |
| hold endpoints to repair | 0 | 0 |
Power is estimated from default activity; no workload was simulated.
