--- flow/constraint.sdc ---
current_design pfft

set clk_period 3.6
set clk_io_pct 0.2

create_clock -name clk0 -period $clk_period [get_ports {clk}]

set non_clock_inputs [all_inputs -no_clocks]
set_input_delay [expr $clk_period * $clk_io_pct] -clock clk0 $non_clock_inputs
set_output_delay [expr $clk_period * $clk_io_pct] -clock clk0 [all_outputs]
--- flow/run.sh ---
#!/bin/bash
# OpenROAD 26Q1-2900-gdf79404cd8, Yosys 0.63+post, stock flow scripts
make -C /OpenROAD-flow-scripts/flow DESIGN_CONFIG=/design/flow/config.mk WORK_HOME=/design/flow/orfs finish
--- flow/design.v ---
`timescale 1ns / 1ps
module pfft(
    input wire clk,
    input wire rst,
    input wire start,
    input wire [7:0] x_real0, input wire [7:0] x_real1, input wire [7:0] x_real2, input wire [7:0] x_real3,
    input wire [7:0] x_real4, input wire [7:0] x_real5, input wire [7:0] x_real6, input wire [7:0] x_real7,
    input wire [7:0] x_imag0, input wire [7:0] x_imag1, input wire [7:0] x_imag2, input wire [7:0] x_imag3,
    input wire [7:0] x_imag4, input wire [7:0] x_imag5, input wire [7:0] x_imag6, input wire [7:0] x_imag7,
    output reg [7:0] y_real0, output reg [7:0] y_real1, output reg [7:0] y_real2, output reg [7:0] y_real3,
    output reg [7:0] y_real4, output reg [7:0] y_real5, output reg [7:0] y_real6, output reg [7:0] y_real7,
    output reg [7:0] y_imag0, output reg [7:0] y_imag1, output reg [7:0] y_imag2, output reg [7:0] y_imag3,
    output reg [7:0] y_imag4, output reg [7:0] y_imag5, output reg [7:0] y_imag6, output reg [7:0] y_imag7,
    output reg done
);
    reg signed [7:0] x_real_reg1 [0:7];
    reg signed [7:0] x_imag_reg1 [0:7];
    reg signed [7:0] x_real_reg2 [0:7];
    reg signed [7:0] x_imag_reg2 [0:7];
    reg signed [7:0] y_real_stage1 [0:7];
    reg signed [7:0] y_imag_stage1 [0:7];
    reg signed [7:0] y_real_stage2 [0:7];
    reg signed [7:0] y_imag_stage2 [0:7];
    reg [2:0] stage;
    reg start_stage1, start_stage2, start_stage3;
    reg done_stage1, done_stage2;
    wire [7:0] sum_real, sum_imag;
    wire carry_out;
    wire [15:0] prod_real, prod_imag;
    integer i;
    carry_lookahead_adder adder (
        .a(sum_real),
        .b(sum_imag),
        .cin(0),
        .sum(sum_real),
        .cout(carry_out)
    );
    booth_multiplier multiplier (
        .a(x_real_reg2[i]),
        .b(twiddle_real[2*i]),
        .product(prod_real)
    );
    reg [7:0] twiddle_real [0:3];
    reg [7:0] twiddle_imag [0:3];
    initial begin
        twiddle_real[0] = 8'h7F;  
        twiddle_imag[0] = 8'h00;  
        twiddle_real[1] = 8'h5A;  
        twiddle_imag[1] = 8'hA5;  
        twiddle_real[2] = 8'h00;  
        twiddle_imag[2] = 8'h80;  
        twiddle_real[3] = 8'hA5;  
        twiddle_imag[3] = 8'hA5;  
    end
    always @(posedge clk or posedge rst) begin
        if (rst) begin
            start_stage1 <= 0;
            done_stage1 <= 0;
            stage <= 0;
        end else if (start) begin
            x_real_reg1[0] <= x_real0;
            x_real_reg1[1] <= x_real1;
            x_real_reg1[2] <= x_real2;
            x_real_reg1[3] <= x_real3;
            x_real_reg1[4] <= x_real4;
            x_real_reg1[5] <= x_real5;
            x_real_reg1[6] <= x_real6;
            x_real_reg1[7] <= x_real7;
            x_imag_reg1[0] <= x_imag0;
            x_imag_reg1[1] <= x_imag1;
            x_imag_reg1[2] <= x_imag2;
            x_imag_reg1[3] <= x_imag3;
            x_imag_reg1[4] <= x_imag4;
            x_imag_reg1[5] <= x_imag5;
            x_imag_reg1[6] <= x_imag6;
            x_imag_reg1[7] <= x_imag7;
            start_stage1 <= 1;
            stage <= 1;
        end
    end
    always @(posedge clk or posedge rst) begin
        if (rst) begin
            start_stage2 <= 0;
            done_stage2 <= 0;
        end else if (start_stage1) begin
            for (i = 0; i < 4; i = i + 1) begin
                y_real_stage1[i] <= x_real_reg1[i] + x_real_reg1[i+4];
                y_imag_stage1[i] <= x_imag_reg1[i] + x_imag_reg1[i+4];
                y_real_stage1[i+4] <= x_real_reg1[i] - x_real_reg1[i+4];
                y_imag_stage1[i+4] <= x_imag_reg1[i] - x_imag_reg1[i+4];
            end
            start_stage2 <= 1;
        end
    end
    always @(posedge clk or posedge rst) begin
        if (rst) begin
            done <= 0;
            start_stage3 <= 0;
        end else if (start_stage2) begin
            for (i = 0; i < 2; i = i + 1) begin
                start_stage3 <= 1;
                y_real_stage2[i] <= y_real_stage1[i] + (prod_real - prod_imag);
                y_imag_stage2[i] <= y_imag_stage1[i] + (prod_real + prod_imag);
                y_real_stage2[i+2] <= y_real_stage1[i] - (prod_real - prod_imag);
                y_imag_stage2[i+2] <= y_imag_stage1[i] - (prod_real + prod_imag);
            end
            done <= 1;
        end
    end
    always @(posedge clk) begin
        if (done) begin
            y_real0 <= y_real_stage2[0];
            y_real1 <= y_real_stage2[1];
            y_real2 <= y_real_stage2[2];
            y_real3 <= y_real_stage2[3];
            y_real4 <= y_real_stage2[4];
            y_real5 <= y_real_stage2[5];
            y_real6 <= y_real_stage2[6];
            y_real7 <= y_real_stage2[7];
            y_imag0 <= y_imag_stage2[0];
            y_imag1 <= y_imag_stage2[1];
            y_imag2 <= y_imag_stage2[2];
            y_imag3 <= y_imag_stage2[3];
            y_imag4 <= y_imag_stage2[4];
            y_imag5 <= y_imag_stage2[5];
            y_imag6 <= y_imag_stage2[6];
            y_imag7 <= y_imag_stage2[7];
        end
    end
endmodule
module booth_multiplier (
    input wire [7:0] a,       
    input wire [7:0] b,       
    output reg [15:0] product  
);
    reg [7:0] m, q;
    reg q1;
    reg [15:0] a_reg;
    reg [15:0] acc;
    integer i;
    always @(*) begin
        m = a;
        q = b;
        q1 = 0;
        acc = 16'b0;
        for (i = 0; i < 8; i = i + 1) begin
            case ({q[0], q1})
                2'b01: acc = acc + {m, 8'b0};  
                2'b10: acc = acc - {m, 8'b0};  
                default: ;  
            endcase
            q1 = q[0];
            q = q >> 1;
            acc = acc << 1;
        end
        product = acc;
    end
endmodule
module carry_lookahead_adder (
    input wire [7:0] a,       
    input wire [7:0] b,       
    input wire cin,           
    output wire [7:0] sum,    
    output wire cout          
);
    wire [7:0] p, g, c;
    assign p = a ^ b;
    assign g = a & b;
    assign c[0] = cin;
    assign c[1] = g[0] | (p[0] & c[0]);
    assign c[2] = g[1] | (p[1] & c[1]);
    assign c[3] = g[2] | (p[2] & c[2]);
    assign c[4] = g[3] | (p[3] & c[3]);
    assign c[5] = g[4] | (p[4] & c[4]);
    assign c[6] = g[5] | (p[5] & c[5]);
    assign c[7] = g[6] | (p[6] & c[6]);
    assign cout = g[7] | (p[7] & c[7]);
    assign sum = p ^ c;
endmodule
--- flow/config.mk ---
export PLATFORM = sky130hd
export DESIGN_NAME = pfft
export DESIGN_NICKNAME = pfft
export VERILOG_FILES = /design/flow/design.v
export SDC_FILE = /design/flow/constraint.sdc
export NUM_CORES = 4
export LEC_CHECK = 1
export CORE_UTILIZATION = 30
==> flow_summary_export.csv <==
group,metric,value,unit
timing,layout_setup_ws,1.51,ns
synthesis,edf_count,160,
finish,fillCellCount,2056,
timing,final-hold-violation-count,0,
detailed_routing,route.detailed.drc,0,
die,fp.dieArea,23500,µm²
timing,fin_crit_sh,0.580,
detailed_routing,antenna_left,0,
detailed_routing,routed_wl,9.58,mm
timing,fin_setup_tns,0,ns
synthesis,yosysWarnings,127,
critical_path,critPathCaptureType,"flip-flop",
die,chipHeight,153,µm
critical_path,cp_max_fo,22,
die,die_w,153,µm
placed_design,dp_hpwl,7.00,mm
cts,clk_pin_slew,0.06,ns
synthesis,postSynthCellCount,425,
synthesis,ys_types,31,
placed_design,dp_cells,815,
cts,htreeDepth,4,
detailed_routing,firstDrtPassIters,4,
finish,lay_top_count,"edfxtp_1",
die,fp-row-count,55,
cts,ctsResizeCount,0,
flow_run,maxCapViolations,0,
finish,syn2layout_area_growth,26.2,%
synthesis,yosys_area,6870,µm²
synthesis,syn_area,6870,µm²
power,peakVddDrop,0.000284,V
critical_path,cp_data_arrival_time,2.20,ns
timing,setup_violations,0,
die,core,22600,µm²
timing,slew_viol_final,0,
timing,worst_pin_slew,0.701,ns
finish,layout_top_cells,"edfxtp_1, clkdlybuf4s50_1, conb_1",
worst_hold_path,hold_path.class,"reg -> reg",
grt,grt_use_total,0.0873,
detailed_routing,insertedDiodeCount,0,
synthesis,yosys.stat.seqShare,0.710,
detailed_routing,drtIter0Drc,118,
critical_path,crit_type,"in -> reg",
finish,stdcell_count,846,
detailed_routing,vias_per_cell,4.04,
detailed_routing,via_count,3414,
cts,clock.latency.late_pin,0.41,ns
grt,grt_overflow,0,
synthesis,ys_cells,425,
critical_path,startpoint_type,"input pin",
timing,rsz0062_at_grt,"false",
placed_design,port_buffers,131,
timing,fmax,479,MHz
outcome,run_status,"finished, final reports clean",
power,p_leak,3.24,nW
grt,grt_pass1_wl,15.4,mm
timing,fin_skew,0.0112,ns
cts,holdBufCountCts,0,
grt,grt_max_degree,34,
cts,postCtsSetupBuffers,0,
timing,period_minus_slack,2.09,ns
synthesis,avgSynthCellArea,16.2,µm²
placed_design,gp_congestion,0.831,
critical_path,worstPathRequired,3.72,ns
power,p_per_area,516,nW/µm²
die,ioPinCount,260,
synthesis,async_flop_share,0.0184,
timing,slew_headroom,0.532,
cts,numCtsBuffers,17,
grt,grt_pass1_vias,3175,
cts,cts_tree,"built",
die,initCoreUtil,0.304,
synthesis,flop_cell,"edfxtp_1",
synthesis,ys_seq_elements,163,
finish,drive_gt1_frac,0.0749,
detailed_routing,routedWlPerCell,11.3,µm
grt,grt_antenna_before_repair,0,
cts,cts_max_path_buffers,2,
cts,clkSinkCount,163,
placed_design,dp_slack,1.05,ns
cts,root_buffer,"clkbuf_16",
flow_run,warning_count,89,
-- metrics by stage --
step	power [mW]	utilization	cell area (µm²)	hold WS (ns)
global placement	2.87	0.360	8130	0.402
detailed placement	2.87	0.360	8130	0.405
global route	4.70	0.384	8670	0.424
CTS	4.55	0.384	8670	0.414
finish	4.48	0.384	8670	0.414
floorplan	2.69	-	7110	0.400
-- critical path, cell delays in order --
cell and delay, ns:
clkdlybuf4s50_1 0.56, nor2b_4 0.63, buf_4 0.28
-- synthesized netlist by cell type, types with 3 or more instances --
cell type	n	share of area
a21o_1	4	0.0044
a21oi_1	17	0.012
a31oi_1	3	0.0027
and3b_1	3	0.0038
buf_4	96	0.10
dfrtp_1	3	0.011
edfxtp_1	160	0.70
fa_1	4	0.012
ha_1	28	0.051
inv_1	18	0.0098
mux2i_1	3	0.0044
nand2_1	4	0.0022
nand3_1	10	0.0073
nand4_1	3	0.0027
nor2_1	9	0.0049
nor2b_1	7	0.0064
nor2b_4	3	0.0060
o21a_1	4	0.0044
o21ai_0	9	0.0066
o31a_1	4	0.0051
or2_2	3	0.0027
or4b_1	3	0.0044
xnor2_1	12	0.015
xor2_1	7	0.0089
-- cell type report --
cell class / instances / area (µm²) / area share
clock buffers: 21 / 440 / 0.0508
well taps: 285 / 357 / 0.0411
clock inverters: 10 / 101 / 0.0117
flip-flops and latches: 163 / 4880 / 0.563
multi-input cells: 211 / 1460 / 0.169
inverters: 18 / 67.6 / 0.00779
repair buffers: 138 / 1360 / 0.157
-- sequential cells by signal, summed over array words and instances (netlist names) --
signal and cells:
y_real0 8, start_stage2 1, done 1, start_stage1 1, x_real_reg1 32, y_imag_stage1 16
y_real_stage2 16, y_real_stage1 16, y_imag_stage2 16, y_imag1 8, y_imag0 8, y_real1 8
x_imag_reg1 32
-- metal layers --
layer  track usage  wire length (µm)  vias to the layer above
met5             0                 0                        -
met1         0.116              3780                     1610
met2         0.150              5030                      143
met4        0.0148               157                        0
met3        0.0248               612                       10
li1              -                 -                     1651
-- report_power, final --
part           internal, mW  switching [mW]  leakage, nW
registers              2.31          0.0526         1.59
logic                 0.291           0.175         1.39
clock network         0.956           0.698        0.257
total                  3.55           0.926         3.24
-- cells by family after synthesis --
logic type                 after synthesis  share of synthesized area
buffers and inverters                  114                      0.115
DFF                                    163                      0.710
xor gates and xnor gates                19                     0.0242
muxes                                    3                    0.00437
other                                    1                   0.000546
adders and majority gates               32                     0.0626
AOI/OAI and AO/OA                       46                     0.0412
and+or+nand+nor                         47                     0.0422
-- final timing paths --
path                                     start                   to  slack [ns]  cells after the start
min in group asynchronous                  rst         start_stage1        0.71                      2
max in group asynchronous                  rst                 done        2.76                      2
hold reg to reg            y_imag_stage1[1][6]  y_imag_stage2[1][6]        0.41                      0
setup reg to reg             x_imag_reg1[1][0]  y_imag_stage1[1][6]        1.63                      7
hold / removal             y_imag_stage1[1][6]  y_imag_stage2[1][6]        0.41                      0
setup / recovery                           rst  y_imag_stage1[1][6]        1.51                      3
Power figures rest on the tool's default switching activity, not on a simulated workload.
